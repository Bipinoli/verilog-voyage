### run.sh
#!/bin/bash
# OpenROAD 26Q1-2900-gdf79404cd8, Yosys 0.63+post, stock flow scripts
make -C /OpenROAD-flow-scripts/flow DESIGN_CONFIG=/design/flow/config.mk WORK_HOME=/design/flow/orfs finish
### config.mk
export PLATFORM = sky130hd
export DESIGN_NAME = counter
export DESIGN_NICKNAME = counter
export VERILOG_FILES = /design/flow/design.v
export SDC_FILE = /design/flow/constraint.sdc
export NUM_CORES = 4
export LEC_CHECK = 1
export CORE_AREA = 10 10 70 70
export DIE_AREA = 0 0 80 80
### constraint.sdc
current_design counter

set clk_period 1.4
set clk_io_pct 0.2

create_clock -name clk0 -period $clk_period [get_ports {clock}]

set non_clock_inputs [all_inputs -no_clocks]
set_input_delay [expr $clk_period * $clk_io_pct] -clock clk0 $non_clock_inputs
set_output_delay [expr $clk_period * $clk_io_pct] -clock clk0 [all_outputs]
### design.v
module counter (clear, clock, count);
  parameter N = 7;
  input clear, clock;
  output [0:N] count; 
  reg [0:N] count;
  always @ (negedge clock) 
    if (clear)
      count = 0;
    else 
      count = count + 1;
endmodule
==> deck_impl_summary.md <==
Key Metrics from the Run

Yosys
  • Yosys cell count: 34
  • Synth area leader: dfxtp_1
  • Post-synth top cells: dfxtp_1 (8), nor2_1 (4), a21oi_1 (3), o21ai_0 (3), or3_1 (3)
  • Xor+xnor area frac: 8.47%
  • Avg Inst Size Synth: 9.13 um2
  • Post-synth EDFFs: 0
  • Multiplexer share of the synthesized area: 0%
  • Register share after synthesis: 51.6%
  • Top logic family: simple AND/OR/NAND/NOR gates
  • AO/OA Area Share: 9.68%
  • Yosys cell types: 15
  • Simple-gate share of the synthesized area: 23.8%
  • Yosys stat chip area: 310 um2
  • Async set-reset flop share out of synthesis: 0%
  • Post-synth area hogs: dfxtp_1 (52%), or3_1 (6.0%), xor2_1 (5.6%)
  • Adders+Majority by Area: 4.03%
  • Synth Register Bits: 8
  • Yosys top cell by instances: dfxtp_1
  • Post-synthesis instance area: 310 um2
  • Yosys warning tally: 1
  • Mapped Cells: 34
  • Area share, top type: 51.6%
  • Top FF cell, synth: dfxtp_1

Place
  • Placed cell areas: 514 um2
  • Hpwl dp: 636 um
  • GPL Wtd Cong: 0.709
  • Pre-CTS setup slack: -430 ps
  • Port buffer count: 9

GRT
  • Grt ovf: 0
  • Met1 track demand over resource: 2.56%
  • GR met2 Demand/Resource: 2.97%
  • Number of global-route vias before repair: 316
  • Antenna violations before repair: 0
  • All-Layer GR Usage: 2.53%
  • Largest net degree at the start of global routing: 9
  • Global-route wire length before repair: 1240 um
  • Gr busiest metal: met3
  • Grt met3 use: 3.07%

Power
  • Switch Pwr: 154 uW
  • Clk pwr share: 48.5%
  • Switching part of the total power: 28.4%
  • Logic pwr share: 6.9%
  • Overall Power: 543 uW
  • P per Cell Area: 1010 nW/um2
  • Internal: 389 uW
  • Pleak: 0.256 nW
  • Sequential share of power: 44.6%
  • Max IR drop VDD: 0.000394 V

Final timing
  • TNS Setup: -2450 ps
  • Final Hold Viols: 0
  • RSZ-0062 raised after global routing: yes
  • Setup violators final: 8
  • Final worst setup slack: -315 ps
  • Relative slew slack: 82.6%
  • Clk_skew: 10.8 ps
  • Tightest Pin Transition: 261 ps
  • Slew Viols, Final: 0

Clock network
  • CTS buffer count: 3
  • Worst-path clk slew: 40 ps
  • Hold buffers post-CTS: 0
  • Insertion Delay late pin: 320 ps
  • H-tree Lvls: 1
  • CTS sink cnt: 8
  • Clock Tree Buf Depth: 2
  • Root Buffer: clkbuf_4
  • CTS tree: built

Floorplan
  • FP Rows: 21
  • # IOs: 10
  • Die X: 80 um
  • Die Ht: 80 um
  • Core Region: 3420 um2
  • Fp util: 9.08%
  • DIE AREA: 6400 um2

Routing
  • Diode count: 0
  • Routed len/inst: 7.93 um
  • Drt drc: 0
  • WL final: 849 um
  • Vias per Instance: 3.05
  • Vias: 326
  • Drt initial violations: 18
  • DRT Pass-1 Iters: 2
  • DRT antenna net count: 0

Critical path
  • CP Data Required Time: 1120 ps
  • Critical path's slowest cell: dfxtp_2
  • FF-to-FF path depth: 5
  • Slowest stage delay, CP: 310 ps
  • Kind of end point of the critical path: output pin
  • CP max FO: 2
  • Startpoint types: flop
  • Crit path DAT: 1430 ps
  • Crit-path cells: buf_2
  • Worst reg2reg setup slack: 130 ps
  • Top Family by Delay on Critical Path: flip-flops
  • Reg-to-reg endpoint: count[1]$_SDFF_NP0_
  • Critical R2R Launch: count[7]$_SDFF_NP0_
  • Crit path buf inv count: 1
  • CP Class: flop to output pin

Min path
  • Hold Startpoint: count[7]$_SDFF_NP0_
  • Hold path depth: 2
  • Min-Delay Endpoint: count[7]$_SDFF_NP0_
  • Worst min path class: flop to flop

Final layout
  • Area grow syn2layout: 73.8%
  • Fraction of layout cells with a size suffix above 1: 47.5%
  • Final instance area: 539 um2
  • Max FFs per register: 8
  • Fill cells: 392

Job
  • Max Cap Viol: 0
  • Log Warnings: 35

Outcome
  • Failing checks: setup timing
  • Status: finished with violations
cell usage in the layout (no fill, tap or decap), drive strengths merged, types with 2 or more instances in the layout:
| cell type | synthesis | final |
|---|---|---|
| nand2 | 2 | 2 |
| or3 | 3 | 3 |
| dfxtp | 8 | 8 |
| inv | 1 | 8 |
| nand3 | 3 | 3 |
| clkbuf | 1 | 3 |
| xor2 | 2 | 2 |
| buf | 0 | 17 |
| nor2 | 4 | 4 |
| o21ai | 3 | 3 |
| a21oi | 3 | 3 |
per-layer routing:
layer  vias up  part of all wire, %
li1        169                    -
met1       142                   45
met2        15                   40
met3         0                   14
met4         0                    0
met5         -                    0
through the flow:
stage | util, % | hold WS (ps) | std cells
floorplan | - | 413 | 34
global placement | 15.1 | 530 | 96
detailed placement | 15.1 | 529 | 96
CTS | 15.8 | 510 | 107
global route | 15.8 | 534 | 107
finish | 15.8 | 504 | 107
how the worst max path moves through the flow:
stage                       start        to  cells past startpoint  slack (ps)
CTS           count[7]$_SDFF_NP0_  count[7]                      1        -340
global route  count[3]$_SDFF_NP0_  count[3]                      1        -370
finish        count[7]$_SDFF_NP0_  count[7]                      1        -310
power by group through the flow:
stage                 clock, mW  combinational (mW)  sequential, mW
after CTS                 0.280              0.0390           0.243
after global routing      0.310              0.0422           0.243
final                     0.263              0.0376           0.242
cells by family (layout without fill, tap and decap cells):
kind of cell | Yosys count | in the layout
simple gates | 14 | 14
compound gates | 6 | 6
xor+xnor | 3 | 3
flops | 8 | 8
buf+inv | 2 | 29
fa+ha+maj | 1 | 1
area by class of cell:
cell class              count  area (um2)  area share, %
clock buffers               3        22.5           4.18
clock inverters             8        30.0           5.57
well taps                  46        57.6           10.7
repair buffers             18         116           21.6
flip-flops and latches      8         170           31.6
multi-input cells          24         143           26.5
timing repair:
action | 4_1_cts | 5_1_grt
setup endpoints to repair | 16 | 8
cloned | 0 | 0
resized | 34 | 0
setup buffers | 1 | 0
Power and IR drop assume default switching activity.
