==> design.v <==
module fulladder #(parameter N = 4) (
  input [N-1:0] num1,
  input [N-1:0] num2,
  output [N-1:0] sum,
  output carry_flag,
  output overflow_flag,
  output parity_flag,
  output zero_flag,
  output sign_flag
);
assign {carry_flag, sum} = num1 + num2;
assign sign_flag = sum[N-1];
assign parity_flag = ~^sum;
assign zero_flag = ~|sum;
assign overflow_flag = (num1[N-1] & num2[N-1] & ~sum[N-1]) | (~num1[N-1] & ~num2[N-1] & sum[N-1]); 
endmodule
==> run.sh <==
#!/bin/bash
# OpenROAD 26Q1-2900-gdf79404cd8, Yosys 0.63+post, stock flow scripts
make -C /OpenROAD-flow-scripts/flow DESIGN_CONFIG=/design/flow/config.mk WORK_HOME=/design/flow/orfs finish
==> config.mk <==
export PLATFORM = sky130hd
export DESIGN_NAME = fulladder
export DESIGN_NICKNAME = fulladder
export VERILOG_FILES = /design/flow/design.v
export SDC_FILE = /design/flow/constraint.sdc
export NUM_CORES = 4
export LEC_CHECK = 1
export CORE_AREA = 10 10 70 70
export DIE_AREA = 0 0 80 80
==> constraint.sdc <==
current_design fulladder

set clk_period 3.5
set clk_io_pct 0.2

create_clock -name clk0 -period $clk_period

set non_clock_inputs [all_inputs -no_clocks]
set_input_delay [expr $clk_period * $clk_io_pct] -clock clk0 $non_clock_inputs
set_output_delay [expr $clk_period * $clk_io_pct] -clock clk0 [all_outputs]
==> run summary <==
Reports from this run.

- The run finished with clean final reports.
- The count of unresolved DRC violations after routing reads 0.
- The area added between synthesis and finish is 123%.
- The number of inserted diodes is 0.
- The category of the critical setup timing path is in -> out.
- The number of buffers inserted to repair setup after CTS reads 0.
- The overall routing resource usage reads 2.29%.
- The count of distinct cell types in the synthesized netlist is 15.
- The final cell utilization of the core reads 16.2%.
- The overall chip area is 0.00640 mm².
- The post-synthesis cell area is 248 µm².
- The fraction of layout cells with a size suffix above 1 reads 26.9%.
- The fmax is 298 MHz.
- The remaining antenna violation count is 0.
- STA classifies the critical path startpoint as an input port.
- The initial antenna violation count is 0.
- The maximum vdd drop is 84.4 µV.
- The critical path capture point type reads an output pin.
- After routing the design area is 553 µm².
- The overall power after layout is 110 µW.
- The endpoint of the worst hold path reads sum[1].
- For this block, the via count after detailed routing is 275.
- The worst hold path class is in -> out.
- The placed standard-cell area is 513 µm².
- The number of rows in the core area is 21.
- The global-route wire length before repair reads 1.21 mm.
- Setup repair after global routing left no endpoint under its margin.
- The data required time reported for the critical path is 2.80 ns.
- The post-cts hold buffer count reads 0.
- Per STA, the worst path is made up of clkdlybuf4s50_1 -> ha_2 -> fa_2 -> xnor2_2 -> ha_1 -> and2_1 -> clkdlybuf4s50_1.
- The register area is 0 µm².
- The routed length per placed instance is 8.33 µm.
- The routed design could run at a clock period as short as 3.35 ns.
- The pin slew with the least headroom to its limit reads 0.196 ns.
- The post-route fraction of the period consumed by the critical path is 95.7%.
- From left edge to right edge, the die measures 80 µm.
- The final-report hold violation count reads 0.
- Among cell families on the critical path, the largest total delay comes from buffers and inverters.
- After synthesis, flip-flops and latches occupy 0% of the total area.
- The worst hold path stage count reads 3.
- The power density of the placed cells reads 198 mW/mm².
- The vertical die size is 80 µm.
- The average cell area after synthesis is 8.26 µm².
- The peak fanout along the critical path is 2.
- According to the timing report, the arrival time at the worst endpoint equals 2.65 ns.
- The timing report notes that buffer and inverter cells on the critical path total 2.
- The total of buffers placed on input and output ports is 17.
- Setup slack on the worst path after placement came out at -0.0979 ns.
- The final timing report lists a max-slew violation count of 0.
- The tool flagged a number of max-cap violations equal to 0.
- Across all hold checks on the routed design, the worst slack comes to 2.24 ns.
- The biggest cell delay along the critical path is 0.45 ns.
- The most used cell along the critical path reads sky130_fd_sc_hd__clkdlybuf4s50_1.
- The normalized max-slew margin is 86.8%.
- The total area inside the core boundary comes to 0.00342 mm².
- The slowest cell on the critical path is sky130_fd_sc_hd__clkdlybuf4s50_1.
- For this run, the final setup violation count is recorded as 0.
- The count of pins on the block boundary is 17.
- The number of design-rule violations left by the first detailed-router iteration reads 12.
- The number of cells in Yosys stat is 30.
- The count of synthesis-stage warnings from yosys reads 0.
- At the end of routability-driven placement, the weighted congestion stood at 0.763.
- The number of clock buffers in the layout is 0.
- The yosys-reported design area after synthesis reads 248 µm².
- Entering global routing, the biggest net connects 5 pins.
- In the post-route analysis, the smallest setup slack over all paths is 0.149 ns.
- The total overflow reported by the global router is 0.
- The via count of the first global-routing pass reads 257.
- The leakage power figure is 0.251 nW.
- Synthesis handed over a netlist of 30 instances.
- The floorplan utilization is 7.25%.
- The hold path startpoint is num2[1].
- The post-detailed-route via-to-cell ratio reads 2.81.
- The count of tool warnings is 33.
- Tracing the worst setup path back leads to its startpoint at num2[0].
- The iteration tally of the first detailed-router pass is 4.
- The final sequential cell count reads 0.
- The detailed-route wire length is 816 µm.
kinds of logic (layout without fill, tap and decap cells):
| kind of cell | after synthesis | after routing | share of synthesized area (%) |
|---|---|---|---|
| compound gates | 5 | 5 | 14.1 |
| xor+xnor | 4 | 4 | 14.1 |
| fa+ha+maj | 8 | 8 | 43.4 |
| buf+inv | 7 | 29 | 12.1 |
| simple gates | 6 | 6 | 16.2 |
stage by stage:
step	std cells	TNS (ns)
floorplan	30	0
global placement	98	-0.0759
detailed placement	98	-0.0979
CTS	98	0
global route	98	0
finish	98	0
layer usage:
metal	track usage (%)	vias up	wire (µm)
li1	-	145	-
met1	4.05	113	501
met2	2.41	17	215
met3	0.909	0	100
met4	0	0	0
met5	0	-	0
worst min-delay path: cells and delay by family:
| kind | cells | cell delay (ns) |
|---|---|---|
| buffers and inverters | 2 | 0.61 |
| adder cells (fa/ha/maj) | 1 | 0.23 |
synth_stat cells, drive strengths merged:
library cell,n,share of area (%)
a21oi,2,4.0
a22oi,1,3.0
a311o,1,4.0
and2,2,6.1
and4,1,4.0
buf,1,3.0
fa,1,8.1
ha,7,35
inv,6,9.1
nand2,1,1.5
nand2b,1,2.5
nand3,1,2.0
o21bai,1,3.0
xnor2,4,14
cell type report:
type,count,area (µm²)
Tap cell,46,57.6
Inverter,6,22.5
Timing Repair Buffer,23,219
Fill cell,392,2860
Multi-Input combinational cell,23,254
worst max-delay path by stage:
stage                          to  slack [ns]  depth (start not counted)
final                   zero_flag        0.15                          7
after CTS             parity_flag      0.0003                          7
after global routing    zero_flag        0.08                          7
timing repair:
item,4_1_cts,5_1_grt
pin swaps,1,2
gates resized,7,2
endpoints found under the setup margin,1,1
power by group:
| part | leakage [nW] | internal [mW] | switching (mW) |
|---|---|---|---|
| combinational | 0.251 | 0.0748 | 0.0348 |
| clock | 0 | 0 | 0 |
| sequential | 0 | 0 | 0 |
| total | 0.251 | 0.0748 | 0.0348 |
layout by cell type (no fill, tap or decap), drive strengths merged:
master and instances:
nand2b 1, a22oi 1, dlygate4sd2 1, a311o 1, and4 1, inv 6, fa 1, nand3 1
xnor2 4, and2 2, clkdlybuf4s50 14, ha 7, a21oi 2, o21bai 1, nand2 1, dlymetal6s2s 2
buf 6
No activity file was given, so power comes from the tool's default toggle rates.
